### flow/design.v
module sync_ram_512X8(
            clk,
            rst_n,
            wr_enb,
            wr_addr,
            wr_data,
            rd_enb,
            rd_addr,
            rd_data,
            error_flag);
  input clk,rst_n;
  output reg error_flag;
  input                   wr_enb;
  input [9-1:0] wr_addr;
  input [8-1:0] wr_data;
  input                        rd_enb;
  input      [9-1:0] rd_addr;
  output reg [8-1:0] rd_data;
 reg [8-1:0] ram [0:512-1];
 reg [9:0] i;
 always@(posedge clk)
  if (!rst_n) begin
     rd_data <= 8'd0;
     for (i=0;i<512;i=i+1) 
         ram[i] <= 8'd0;
  end
  else 
  begin
     if(wr_enb && rd_enb)
     begin
        error_flag<=1;
     end
     else
     begin
     if (wr_enb)
        ram[wr_addr] <= wr_data;
     if (rd_enb)
        rd_data <= ram[rd_addr];
     end
  end
  always@(posedge clk)
  begin
  if(wr_enb && rd_enb)        
        error_flag<=1;
  else
        error_flag<=0;
  end
endmodule
### flow/run.sh
#!/bin/bash
# OpenROAD 26Q1-2900-gdf79404cd8, Yosys 0.63+post, stock flow scripts
make -C /OpenROAD-flow-scripts/flow DESIGN_CONFIG=/design/flow/config.mk WORK_HOME=/design/flow/orfs finish
### flow/config.mk
export PLATFORM = sky130hd
export DESIGN_NAME = sync_ram_512X8
export DESIGN_NICKNAME = sync_ram_512X8
export VERILOG_FILES = /design/flow/design.v
export SDC_FILE = /design/flow/constraint.sdc
export NUM_CORES = 4
export LEC_CHECK = 1
export CORE_UTILIZATION = 40
### flow/constraint.sdc
current_design sync_ram_512X8

set clk_period 27.4
set clk_io_pct 0.2

create_clock -name clk0 -period $clk_period [get_ports {clk}]

set non_clock_inputs [all_inputs -no_clocks]
set_input_delay [expr $clk_period * $clk_io_pct] -clock clk0 $non_clock_inputs
set_output_delay [expr $clk_period * $clk_io_pct] -clock clk0 [all_outputs]
==> reports/metrics.csv <==
metric,value,unit
cts_max_level,5,
cpMaxStageDelayCell,a2111oi_0,
place_congestion,0.950,
netlist_instances,12800,
critical_path_buf_inv_count,7,
clock_path_buffers,4,
mostFrequentLayoutCell,and2_1,
cts_sinks,4104,
crit_path_cell_trace,"buf_16, buf_4, buf_4, buf_4, buf_4, buf_4, mux4_2, and2_1, a2111oi_0, buf_4, a2111oi_0, o2111ai_1, o21ai_0, a32o_1",
final_cell_mix,"and2_1 (4110), edfxtp_1 (4096), mux4_2 (957)",
ant_nets,0,
area_leaders,"edfxtp_1 (65%), and2_1 (14%), mux4_2 (11%), o21ai_0 (1.5%), clkbuf_1 (1.5%)",
worstPathMaxFanout,60,
clock.latency.late_pin,1.04,ns
worst-slew-pin-transition,1.57,ns
ctsHoldBuffers,0,
ys_chip_area,190000,um^2
coreArea,472000,um^2
min_period,11.13,ns
clock-root-buffer,clkbuf_16,
grt.total_usage,27.3,%
pwr-share-comb,7.9,%
dp.cells,18800,
fin_cells,19700,
hold_class,reg2reg,
setup_ws,16.27,ns
initCoreUtil,40.3,%
ys_ff,4104,
rows,252,
synth.cell_area,190000,um^2
whs,0.795,ns
chip_area,478000,um^2
grt_pass1_vias,115000,
final_area,215000,um^2
post_cts_buffers,0,
setup_viol,0,
arrival,12.05,ns
yosysUniqueCellTypes,71,
synth-edff-count,4096,
grt_max_degree,111,
async_flop_share,0,%
cts_tree,yes,
dp_hpwl,389000,um
dpl_cell_area,201000,um^2
crit_family,buffers and inverters,
p_per_area,66.6,nW/um^2
ir_worst_vdd,56.8,uV
critPathRequiredTime,28.33,ns
ctsResizeCount,0,
critPathLaunchType,input pin,
clockPowerShare,41.0,%
warnings,34,
first_pass_iters,5,
final_util,45.4,%
fill_cells,40100,
maxSlewViolCount,2,
port_buffers,37,
timing.slew.headroom,-5.85,%
rsz0062_at_grt,false,
critical_path_class,in2reg,
yosysTopAreaCellShare,64.7,%
grt-ovfl-total,0,
fp.dieW,691,um
avgViaCountPerCell,5.59,
switching_share,23.4,%
endpoint_kind,register,
p_seq_share,51.1,%
io_pins,39,
maxCapViolations,1,
num_vias,110000,
syn2layout_area_growth,12.8,%
finClkSkew,0.0620,ns
max_freq,0.0899,GHz
postSynthSeqShare,64.8,%
clk_pin_slew,0.06,ns
drt_iter0_markers,7490,
slowest_delay,1.09,ns
grt_pass1_wl,855000,um
power.total,14.3,mW
tns,0,ns
die_h,691,um
ys_cells,12800,
wire_per_inst,30.6,um
ys_warn_count,3,
ff_type,edfxtp_1,
internal_power,11.0,mW
preCtsSetupSlack,15.19,ns
status,"finished, violations left",
switching_power,3.34,mW
antenna_found_initial,47,
yosysTopAreaCell,edfxtp_1,
period_used_share,40.6,%
cts_inserted_buffers,429,
drc,0,
finalWirelength,601000,um
timing.critical_path.mode_cell,buf_4,
drive_above_1_share,19.2,%
hold_viol,0,
syn_avg_cell_area,14.9,um^2
power.leakage,73.3,nW
violations,"max-capacitance violations, max-slew violations",
[state kept, by name, indices dropped and copies added (netlist names)]
signal,cells
rd_data,8
ram,4096
[synth_stat cells, drive strengths merged, types with 41 or more instances]
cell    count
buf       331
nand3      52
o22ai     104
a22oi      84
nor2b      41
nand2     213
clkbuf    769
nor3       48
o221ai     50
nor2      601
o21ai     585
and2     4115
mux2i     281
edfxtp   4096
mux4      957
a21oi      77
[final timing paths]
path | startpoint | end | slack (ns) | cells after the start
setup / recovery | rd_addr[0] | rd_data[6] | 16.27 | 14
hold / removal | rd_data[3] | rd_data[3] | 0.79 | 2
setup reg to reg | ram[276][1] | rd_data[1] | 23.49 | 7
hold reg to reg | rd_data[3] | rd_data[3] | 0.79 | 2
[layer usage]
layer | share of wire [%] | GRT usage [%] | vias to the layer above
met1 | 33 | 34.1 | 54600
met3 | 17 | 19.4 | 1226
met5 | 0.24 | 2.25 | -
li1 | - | - | 47900
met2 | 44 | 37.9 | 6077
met4 | 5.0 | 10.6 | 66
[tightest hold or removal path: stages (launching register included)]
cell and delay (ns):
dfxtp_1 0.42, a32oi_1 0.23, o32ai_1 0.10
[layout make-up]
type / count / area [um^2] / area share [%]
flip-flops and latches: 4104 / 123000 / 57.4
well taps: 6223 / 7790 / 3.63
clock inverters: 240 / 2490 / 1.16
clock buffers: 543 / 11400 / 5.30
inverters: 6 / 38.8 / 0.0181
diodes: 39 / 97.6 / 0.0455
multi-input cells: 7572 / 62200 / 29.0
repair buffers: 935 / 7330 / 3.42
[power by group through the flow]
stage	registers [mW]	logic, mW	clock network, mW
CTS	7.30	1.12	5.94
global route	7.33	1.18	6.16
finish	7.30	1.13	5.86
[logic make-up (layout without fill, tap and decap cells)]
| group | after synthesis | after routing | share of synthesized area [%] |
|---|---|---|---|
| compound gates | 1104 | 1104 | 3.52 |
| buf+inv | 1106 | 1724 | 2.70 |
| flops | 4104 | 4104 | 64.8 |
| mux | 1272 | 1272 | 13.0 |
| other cells | 1 | 40 | 0.00197 |
| simple gates | 5195 | 5195 | 16.0 |
No activity file was given, so power comes from the tool's default toggle rates.
