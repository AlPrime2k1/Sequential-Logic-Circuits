==> flow/design.v <==
module sync_dualram_16X8 (clk,
            rst,
            wr_enb,
            wr_addr,
            wr_data,
            rd_enb,
            rd_addr,
            rd_data);
  input clk, rst;
  input                   wr_enb;
  input [4-1:0] wr_addr;
  input [8-1:0] wr_data;
  input                        rd_enb;
  input      [4-1:0] rd_addr;
  output reg [8-1:0] rd_data;
 reg [8-1:0] ram [0:16-1];
 reg [4:0] i;
 always@(posedge clk)
  if (rst) begin
     rd_data <= 8'd0;
     for (i=0;i<16;i=i+1) 
         ram[i] <= 8'd0;
  end
  else begin
     if (wr_enb)
        ram[wr_addr] <= wr_data;
     if (rd_enb)
        rd_data <= ram[rd_addr];
  end
endmodule
==> flow/run.sh <==
#!/bin/bash
# OpenROAD 26Q1-2900-gdf79404cd8, Yosys 0.63+post, stock flow scripts
make -C /OpenROAD-flow-scripts/flow DESIGN_CONFIG=/design/flow/config.mk WORK_HOME=/design/flow/orfs finish
==> flow/config.mk <==
export PLATFORM = sky130hd
export DESIGN_NAME = sync_dualram_16X8
export DESIGN_NICKNAME = sync_dualram_16X8
export VERILOG_FILES = /design/flow/design.v
export SDC_FILE = /design/flow/constraint.sdc
export NUM_CORES = 4
export LEC_CHECK = 1
export CORE_UTILIZATION = 40
==> flow/constraint.sdc <==
current_design sync_dualram_16X8

set clk_period 6.6
set clk_io_pct 0.2

create_clock -name clk0 -period $clk_period [get_ports {clk}]

set non_clock_inputs [all_inputs -no_clocks]
set_input_delay [expr $clk_period * $clk_io_pct] -clock clk0 $non_clock_inputs
set_output_delay [expr $clk_period * $clk_io_pct] -clock clk0 [all_outputs]
==> results.txt <==
The flow run is done. Average size of a mapped cell landed at 13.3 um^2. Number of max-capacitance violations reported landed at 0. Via count of the first global-routing pass landed at 3718. Of all cell types, the one taking the most synthesized area is edfxtp_1. In this run the remaining antenna-violating nets after routing total 0. For this design, the CTS-stage hold fixing added 0 buffers. 28 I/O pins were placed.

In the final report, the number of hold violations comes to 0. After synthesis the cells add up to 6240 um^2. Maximum buffer depth of the clock tree landed at 2.

CTS buffer count landed at 17. Slew of the pin with the lowest slew margin landed at 0.890 ns. STA classifies the critical path endpoint as a flop.

Total power normalized to cell area comes to 285 nW/um^2. The number of gates resized after CTS was 0. Clock-pin transition on the worst setup and hold timing paths landed at 0.05 ns. Floorplan core area landed at 15200 um^2.

For this block, the routed nets add up to 13900 um of wire. Initial antenna violation count landed at 0. Internal power landed at 1640 uW.

Die footprint landed at 16100 um^2. Of the available clock period, the critical path in the final layout requires 0.497. Per the skew report, the later register of the worst-skew pair sees a clock latency of 0.41 ns.

The main area contributors are edfxtp_1, and2_1, mux2i_1. Quantity of I/O buffers inserted on ports landed at 27. Width of the chip landed at 127 um. Starting DRC count in detailed routing landed at 203. Depth of the worst hold-timing path landed at 2. Last weighted congestion value of the routability-driven placer landed at 0.873. In this run the power spent charging and discharging nets is 426 uW. OpenSTA, run right after detailed placement, puts the worst setup slack at 2.89 ns.

The tool warning count for the run is 25. Arrival time of data at the critical path endpoint landed at 3.38 ns. Antenna diode count landed at 0. Fraction of final layout cells with drive strength greater than 1 landed at 0.0996. Average via count per standard cell landed at 5.13. Final max-slew violation count landed at 0. The chip area line in the Yosys stat output reads 6240 um^2. For this run, the total global-route usage over all layers was measured as 0.199. The clock tree has to reach 136 sinks.

Looking at the critical path, the single cell with the biggest stage delay is nor3_1. The global route stage reports its total congestion overflow as 0. After technology mapping, the gate count stands at 471.

Number of optimization iterations in the first detailed-route pass landed at 5. Sequential-to-total area share from yosys stat landed at 0.642. DRC violations left landed at 0. Per the slew report, the remaining headroom to the max-slew limit stands at 0.405. After layout, the setup clock skew is reported as 0.00332 ns.

Total design power landed at 2060 uW. Looking at the clock tree report, the root buffer type is clkbuf_16. For this sky-water flow run, the detailed-routed wirelength per cell is reported as 19.9 um. Fmax landed at 305 MHz. For this block, the via count after detailed routing is 3588.

The critical path maximum fanout is 22. Required time of the worst setup path landed at 6.70 ns. In this run the worst hold path is classified as reg2reg.

Deepest level of the CTS H-tree landed at 4. Of the total power, the share spent switching nets is 0.207. The power report attributes to the sequential group a share of 0.491. First-pass GRT wire length landed at 21400 um. Of the total power, combinational logic draws 0.069. Fraction of the core area occupied by cells at floorplan landed at 0.411. TritonCTS built the clock tree.

The warning tally printed by Yosys for this design is 1. Of the post-synthesis cell area, the dominant cell type holds 0.616. STA classifies the critical path startpoint as an input port. The critical path is of the in2reg type. The last timing report of the flow puts the setup violation total at 0. Per the power-grid run, VDD falls by no more than 0.156 mV. Per STA, the worst path is made up of clkdlybuf4s50_1 -> buf_4 -> nand4bb_1 -> nor3_1 -> or2_2. Number of distinct standard cells referenced by the synthesized netlist landed at 22.

Setup total negative slack on the finished layout was measured at 0 ns. Shortest period the worst path allows landed at 3.28 ns. Setup repair after global routing left no endpoint under its margin. Worst path setup slack after routing landed at 3.32 ns.

Static leakage landed at 0.00269 uW. The synthesized netlist was found by Yosys to have 471 cells. Number of cell rows landed at 45. Detailed placement ended at an HPWL of 9400 um.

Number of buffers inserted to repair setup after CTS landed at 0. Cell count of the worst reg-to-reg path landed at 4. In this run the cell area measured after placement is 6670 um^2. Entering global routing, the biggest net connects 37 pins. According to the floorplan report, the die height is 127 um. The flow ran to the end, and the final reports show no timing, DRC or antenna violations.

Summed area of non-filler cells in the final layout landed at 7240 um^2. Synthesis-to-finish area growth landed at 16.0%. Clock power share landed at 0.439. Post-synthesis sequential element count landed at 136. Maximum single-stage delay on the critical path landed at 0.71 ns.
[layout by cell type, fill, tap and decap left out, drive strengths merged]
cell           instances
nand3b                 1
nand4bb                1
buf                    7
dfxtp                  8
a22oi                 24
and2                 129
nor2                  14
nand3                 24
nor3b                  2
clkbuf                20
bufinv                 3
clkinvlp               1
nand2                 18
clkinv                 8
nor3                   4
clkdlybuf4s50         26
a21oi                  8
edfxtp               128
nand2b                 3
or2                   16
nor2b                  2
nand4b                 1
mux2i                 64
[flip-flops by register name, indices dropped and copies added (netlist names)]
| register | flops |
|---|---|
| ram | 128 |
| rd_data | 8 |
[layout make-up]
| class | instances | area, um^2 |
|---|---|---|
| Clock buffer | 20 | 437 |
| Clock inverter | 12 | 133 |
| Fill cell | 1304 | 7960 |
| Multi-Input combinational cell | 311 | 2120 |
| Sequential cell | 136 | 4000 |
| Tap cell | 188 | 235 |
| Timing Repair Buffer | 33 | 313 |
[synth_stat cells, drive strengths merged]
master	instances
nor3b	2
nor3	4
a21oi	8
or2	16
buf	10
nand4bb	1
nand3b	1
nand2	18
nand3	24
nor2	14
nand4b	1
edfxtp	128
clkbuf	14
and2	129
nand2b	3
a22oi	24
dfxtp	8
nor2b	2
mux2i	64
[through the flow]
| stage | util | hold slack (ns) | std cells |
|---|---|---|---|
| 2_1_floorplan | - | 0.402 | 471 |
| 3_3_place_gp | 0.439 | 0.469 | 668 |
| 3_5_place_dp | 0.439 | 0.462 | 668 |
| 4_1_cts | 0.476 | 0.482 | 700 |
| 5_1_grt | 0.476 | 0.513 | 700 |
| 6_report | 0.476 | 0.479 | 700 |
[kinds of logic after synthesis]
kind of cell | after synthesis | synth area share
AOI/OAI and AO/OA | 32 | 0.0353
buffers and inverters | 24 | 0.0192
DFF | 136 | 0.642
muxes | 64 | 0.103
and+or+nand+nor | 215 | 0.201
[critical path, delay by kind of cell]
family / cells / cell delay [ns]
buffers and inverters: 2 / 0.60
and+or+nand+nor: 3 / 1.45
[metal layers]
layer | global-route usage | part of all wire | up-vias
li1 | - | - | 1754
met1 | 0.304 | 0.43 | 1690
met2 | 0.291 | 0.46 | 129
met3 | 0.0894 | 0.087 | 15
met4 | 0.0259 | 0.014 | 0
met5 | 0 | 0 | -
[worst paths after layout]
check,start,to,slack [ns]
worst min-delay path,rd_data[3],rd_data[3],0.48
worst max register to register,ram[14][2],rd_data[2],5.49
worst max-delay path,rst,ram[4][6],3.32
worst min register to register,rd_data[3],rd_data[3],0.48
[power groups by stage]
stage | Combinational [uW] | Clock [uW] | Sequential [uW]
CTS | 144 | 919 | 1010
global route | 157 | 959 | 1020
finish | 143 | 906 | 1010
No activity file was given, so power comes from the tool's default toggle rates.
