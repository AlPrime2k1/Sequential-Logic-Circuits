==> design.v <==
module async_ram_16X8(cs,
           we,
		   addr,
		   data,rst);
    input we,cs,rst;
    input [4-1:0] addr;
    inout [8-1:0] data;
    reg [8-1:0] ram [0:16];
	 reg [4-1:0]tempdata;
	 reg [4-1:0]i;
    always@(cs,we,rst,addr,data)
	 if(rst)
	 begin
		tempdata<=8'd0;
		for (i=0;i<16;i=i+1)
			ram[i]<=8'd0;
	 end
	 else
	 begin
		if (cs && we)
          ram[addr]=data;
	 end
    assign data = (cs && !we) ? ram[addr] : 8'hzz;
endmodule 
==> run.sh <==
#!/bin/bash
# OpenROAD 26Q1-2900-gdf79404cd8, Yosys 0.63+post, stock flow scripts
make -C /OpenROAD-flow-scripts/flow DESIGN_CONFIG=/design/flow/config.mk WORK_HOME=/design/flow/orfs finish
==> config.mk <==
export PLATFORM = sky130hd
export DESIGN_NAME = async_ram_16X8
export DESIGN_NICKNAME = async_ram_16X8
export VERILOG_FILES = /design/flow/design.v
export SDC_FILE = /design/flow/constraint.sdc
export NUM_CORES = 4
export LEC_CHECK = 1
export CORE_UTILIZATION = 40
==> constraint.sdc <==
current_design async_ram_16X8

set clk_period 4.4
set clk_io_pct 0.2

create_clock -name clk0 -period $clk_period

set non_clock_inputs [all_inputs -no_clocks]
set_input_delay [expr $clk_period * $clk_io_pct] -clock clk0 $non_clock_inputs
set_output_delay [expr $clk_period * $clk_io_pct] -clock clk0 [all_outputs]
==> flow_summary.ini <==
; implementation run metrics
[run_status]
status = finished clean

[final_timing]
finalCriticalPeriod_ns = 3.80
untimed_endpoints = 128
unclocked_regs = 128
setup_viol = 0
finalHoldViolCount = 0
post-route-period-util = 0.865
rsz0062_at_grt = false
tightest_slew_ns = 0.938
drv_slew = 0
hold_slack_ns = 2.37
max_slew_margin = 0.371
setup_tns_ns = 0
fmax_ghz = 0.263

[synthesis]
edf_count = 0
ys_sh_adder = 0
yosysTopAreaCellShare = 0.508
synthTopCellsByCount = 128 x dlxtn_1, 38 x a21oi_1, 16 x nand3_1, 16 x nor2_1, 13 x buf_6
ys_sh_aoi = 0.201
ys_cells = 383
most_common_cell = dlxtn_1
ys_sh_mux = 0.0447
yosysUniqueCellTypes = 59
synthCells = 383
ff_type = dlxtn_1
yosys.area_share.xor_xnor = 0
synthTopCellsByArea = dlxtn_1 51%, a21oi_1 5.0%, buf_6 3.9%, mux2i_1 3.2%, nand3b_1 2.4%
yosys_area_sq_mm = 0.00378
ys_top_logic_family = AND-OR/OR-AND gates
synthArstFlopShare = 0
yosysWarningCount = 131
simple_gate_share = 0.182
largest_area_cell = dlxtn_1
numSynthFlops = 128
avgSynthCellArea_sq_um = 9.86
syn_area_sq_mm = 0.00378

[cells_and_area]
fill_cells = 897
regMostFlops = ram
largest_reg_flops = 128
fin_area_sq_mm = 0.00383
area.growth.synth_to_final_pct = 1.36
logic_area_sq_mm = 0.00162
final_layout_size_suffix_gt1_frac = 0.123
register_area_sq_mm = 0.00192
top_regs = ram x128

[critical_path]
path_max_fanout = 32
crit_chain = clkdlybuf4s50_1, buf_4, or2_1, o22ai_1, a21oi_1, a31oi_1
path_class = input port to primary output
cp.required_ns = 3.52
cp-end-kind = primary output
cp-start-kind = input port
crit_slowest_cell = clkdlybuf4s50_1
worstPathArrival_ns = 2.92
cpPeakStageDelay_ns = 0.82

[route]
finalWirelength_mm = 9.18
post_drt_wl_per_cell_um = 18.9
drc = 0
drt_iter0_markers = 200
vias_per_cell = 5.70
drtAntennaViolNets = 0
firstDrtPassIters = 4
antenna_cells = 0
route.vias.total = 2766

[hold_path]
hold_start = addr[2]
hold_path_class = input port to primary output
hold_depth = 4
whs_endpoint = data[3]

[floorplan]
initCoreUtil = 0.411
chipWidth_um = 99.2
die_h_um = 99.2
io_pins = 15
rows = 35
die-area_sq_mm = 0.00984
coreArea_sq_mm = 0.00920

[place]
routabilityCongestion = 0.858
dpl_cell_area_sq_mm = 0.00383
dp_hpwl_mm = 6.59
numPortBuffers = 7

[power_and_ir_drop]
finalPower_uw = 266
p_leak_nw = 1.56
ir_drop_mv = 0.0318
power_per_cell_area_mw_per_mm2 = 69.5

[global_route]
grt_usage = 0.201
met3_usage = 0.0236
grt.overflow.total = 0
met1_usage = 0.324
grt_util_met2 = 0.319
grt_first_pass_wirelength_mm = 14.7
busiest_layer = met1
grt_pass1_vias = 2573
antenna_found_initial = 0
grt_max_degree = 40

[clock_network]
post-cts-setup-buffer-count = 0
cts-resized-gates = 0
hold_buffers = 0

[job]
warning_count = 32
cap_violations = 0
-- worst max-delay path: cells and delay by family --
family,cells,cell delay (ns)
AOI/OAI and AO/OA,3,0.55
buffers and inverters,2,1.24
and+or+nand+nor,1,0.25
-- worst max path at each step --
stage | from | endpoint | slack (ns) | cells after the start
4_1_cts | addr[0] | data[6] | 0.57 | 6
5_1_grt | addr[0] | data[6] | 0.44 | 6
6_report | addr[0] | data[6] | 0.60 | 6
-- power breakdown --
group	internal, mW	switching, mW
combinational	0.0504	0.117
sequential	0.0913	0.00709
clock	0	0
total	0.142	0.124
-- cell usage in the layout (no fill, tap or decap), types with 9 or more instances in the layout --
master	instances
nand2_1	10
nor2_1	16
mux2i_1	12
nand3_1	16
buf_4	11
nand3b_1	12
a22o_1	9
dlxtn_1	128
a21oi_1	38
-- logic make-up after synthesis --
group                  after synthesis
AND-OR/OR-AND                      100
AND/OR/NAND/NOR                    108
buffers and inverters               31
multiplexers                        16
latches                            128
-- metal layers --
metal / vias up / share of wire
li1: 1366 / -
met1: 1327 / 0.46
met2: 71 / 0.47
met3: 2 / 0.060
met4: 0 / 0.0027
met5: - / 0
-- area by class of cell --
class	count	share of cell area
flip-flops and latches	128	0.502
multi-input cells	224	0.422
well taps	111	0.0363
repair buffers	18	0.0359
inverters	4	0.00392
-- metrics by stage --
step / worst slack (ns) / std cells / util
2_1_floorplan: 1.61 / 383 / -
3_3_place_gp: 0.602 / 485 / 0.416
3_5_place_dp: 0.595 / 485 / 0.416
4_1_cts: 0.575 / 485 / 0.416
5_1_grt: 0.440 / 485 / 0.416
6_report: 0.596 / 485 / 0.416
Power figures rest on the tool's default switching activity, not on a simulated workload.
